$ cat design/flow/run.sh
#!/bin/bash
# OpenROAD 26Q1-2900-gdf79404cd8, Yosys 0.63+post, stock flow scripts
make -C /OpenROAD-flow-scripts/flow DESIGN_CONFIG=/design/flow/config.mk WORK_HOME=/design/flow/orfs finish
$ cat design/flow/config.mk
export PLATFORM = sky130hd
export DESIGN_NAME = cp0
export DESIGN_NICKNAME = cp0
export VERILOG_FILES = /design/flow/design.v
export SDC_FILE = /design/flow/constraint.sdc
export NUM_CORES = 4
export LEC_CHECK = 1
export CORE_UTILIZATION = 40
$ cat design/flow/constraint.sdc
current_design cp0

set clk_period 4.6
set clk_io_pct 0.2

create_clock -name clk0 -period $clk_period [get_ports {clk}]

set non_clock_inputs [all_inputs -no_clocks]
set_input_delay [expr $clk_period * $clk_io_pct] -clock clk0 $non_clock_inputs
set_output_delay [expr $clk_period * $clk_io_pct] -clock clk0 [all_outputs]
$ cat design/flow/design.v
`timescale 1ns / 1ps
`timescale 1ns / 1ps
module cp0(
	input wire clk,  
	input wire [4:0] debug_addr,  
	output reg [31:0] debug_data,  
	input wire [1:0] oper,  
	input wire [4:0] addr_r,  
	output reg [31:0] data_r,  
	input wire [4:0] addr_w,  
	input wire [31:0] data_w,  
	input wire rst,  
	input wire ir_en,  
	input wire ir_in,  
	input wire [31:0] ret_addr,  
	output wire jump_en,  
	output reg [31:0] jump_addr  
	);
localparam
	CP0_EPCR = 2,
	CP0_EHBR = 3;
localparam
	EXE_CP_NONE = 0,
	EXE_CP_STORE = 1,
	EXE_CP0_ERET = 2;
localparam
	PC_NEXT    = 0,
	PC_JUMP    = 1,
	PC_JR      = 2,
	PC_BEQ     = 4,
	PC_BNE     = 5;
localparam
	EXE_A_RS     = 0,
	EXE_A_SA     = 1,
	EXE_A_LINK   = 2,
	EXE_A_BRANCH = 3;
localparam
	EXE_B_RT     = 0,
	EXE_B_IMM    = 1,
	EXE_B_LINK   = 2,
	EXE_B_BRANCH = 3;
localparam
	EXE_ALU_ADD    = 0,
	EXE_ALU_SUB    = 1,
	EXE_ALU_SLT    = 2,
	EXE_ALU_LUI    = 3,
	EXE_ALU_AND    = 4,
	EXE_ALU_OR     = 5,
	EXE_ALU_XOR    = 6,
	EXE_ALU_NOR    = 7,
	EXE_ALU_SL     = 8,
	EXE_ALU_SR     = 9,
	EXE_ALU_B	   = 10;
localparam
	WB_ADDR_RD    = 0,
	WB_ADDR_RT    = 1,
	WB_ADDR_LINK  = 2;
localparam
	WB_DATA_ALU   = 0,
	WB_DATA_MEM   = 1;
localparam
	PC_RESET  = 32'h0000_0000;
localparam   
	INST_R          = 6'b000000,   
	R_FUNC_ADD      = 6'b100000,
	R_FUNC_ADDU     = 6'b100001,
	R_FUNC_SUB      = 6'b100010,
	R_FUNC_SUBU     = 6'b100011,
	R_FUNC_AND      = 6'b100100,
	R_FUNC_OR       = 6'b100101,
	R_FUNC_XOR      = 6'b100110,
	R_FUNC_NOR      = 6'b100111,
	R_FUNC_SLT      = 6'b101010,
	R_FUNC_SLTU     = 6'b101011,
	R_FUNC_SLL      = 6'b000000,
	R_FUNC_SRL      = 6'b000010,   
	R_FUNC_SRA      = 6'b000011,
	R_FUNC_SLLV     = 6'b000100,
	R_FUNC_SRLV     = 6'b000110,   
	R_FUNC_SRAV     = 6'b000111,
	R_FUNC_JR       = 6'b001000,
	INST_J          = 6'b000010,
	INST_JAL        = 6'b000011,
	INST_BEQ        = 6'b000100,
	INST_BNE        = 6'b000101,
	INST_ADDI       = 6'b001000,
	INST_ADDIU      = 6'b001001,
	INST_ANDI       = 6'b001100,
	INST_ORI        = 6'b001101,
	INST_XORI       = 6'b001110,
	INST_LUI        = 6'b001111,
	INST_SLTI       = 6'b001010,
	INST_SLTIU      = 6'b001011,
	INST_CP0        = 6'b010000,   
	CP_FUNC_MF     = 4'b0000,
	CP_FUNC_MT     = 4'b0100,
	CP0_CO_ERET     = 6'b011000,
	INST_LW         = 6'b100011,
	INST_SW         = 6'b101011;
localparam
	GPR_ZERO = 0,
	GPR_AT = 1,
	GPR_V0 = 2,
	GPR_V1 = 3,
	GPR_A0 = 4,
	GPR_A1 = 5,
	GPR_A2 = 6,
	GPR_A3 = 7,
	GPR_T0 = 8,
	GPR_T1 = 9,
	GPR_T2 = 10,
	GPR_T3 = 11,
	GPR_T4 = 12,
	GPR_T5 = 13,
	GPR_T6 = 14,
	GPR_T7 = 15,
	GPR_S0 = 16,
	GPR_S1 = 17,
	GPR_S2 = 18,
	GPR_S3 = 19,
	GPR_S4 = 20,
	GPR_S5 = 21,
	GPR_S6 = 22,
	GPR_S7 = 23,
	GPR_T8 = 24,
	GPR_T9 = 25,
	GPR_K0 = 26,
	GPR_K1 = 27,
	GPR_GP = 28,
	GPR_SP = 29,
	GPR_FP = 30,
	GPR_RA = 31;
	wire ir;
	reg ir_wait = 0, ir_valid = 1;
	reg eret = 0;
	reg [31:0] EHBR;
	reg [31:0] EPCR;
	initial begin
		EHBR = 0;
		EPCR = 0;
	end
	always @(posedge clk) begin
		if (rst)
			ir_wait <= 0;
		else if (ir_in)
			ir_wait <= 1;
		else if (eret)
			ir_wait <= 0;
	end
	always @(posedge clk) begin
		if (rst)
			ir_valid <= 1;
		else if (eret)
			ir_valid <= 1;
		else if (ir)
			ir_valid <= 0;  
	end
	assign ir = ir_en & ir_wait & ir_valid;
	assign jump_en = ir||eret; 
	always @(*) begin
		eret <= 0;
		jump_addr <= 0;
		if(ir)begin
			jump_addr <= EHBR;
		end
		else begin
			case(oper)
				EXE_CP_NONE: begin	 
					case(addr_r)
						CP0_EPCR: data_r <= EPCR;
						CP0_EHBR: data_r <= EHBR;
						default: data_r <= 0;
					endcase
				end				
				EXE_CP0_ERET: begin	 
					eret <= 1;
					jump_addr <= EPCR;
				end
				default:;
			endcase
		end
	end
	always @(posedge clk) begin
		if(ir)begin
			EPCR <= ret_addr;
		end
		else begin
			case(oper)
				EXE_CP_STORE: begin	 
					case(addr_w)
						CP0_EPCR: EPCR <= data_w;
						CP0_EHBR: EHBR <= data_w;
						default: ;
					endcase
				end
			endcase
		end
	end
endmodule
==> Changelog: implementation <==
### Implementation results

* Clock share of power at 31.1%
* Largest net degree at the start of global routing at approximately 50
* R2R setup slack at around 2600 ps
* Psw at 0.3046 mW
* Worst reg-to-reg path cell count at 5
* DR vias at around 3200
* WP buf/inv at 3
* N_diodes at 0
* Crit start category: input pin
* Slowest stage cell, crit path: clkdlybuf4s50_1
* DR iter-0 viols at ~130
* 1st-pass router iterations at 4
* Crit Path Class: in -> out
* Complex-gate fraction of the synthesized area at under 10%
* Slew Viols, Final at 0
* Largest cells by area after synthesis: edfxtp_1, nand2_1, dlxtn_1
* Site row count at 36
* Worst slack, placed at 799.1 ps
* P&R area growth vs syn at 41.47%
* Unrepaired setup endpoints after global routing: no
* Crit path max-delay family: buffers and inverters
* Register pins left without a clock at 32
* Largest family of logic cells by area: simple AND/OR/NAND/NOR gates
* Post-synth regs at between 90 and 100
* FILL cells at roughly 870
* I/O pins at ~180
* Flop area at between 0.002 and 0.0025 mm2
* Synth area leader: edfxtp_1
* Cells after Synth at just under 400
* Synth top cell by count: nand2_1
* Clock tree buffer depth at 2
* Post-DP HPWL at a little over 6000 um
* Cell Chain, Critical Path: clkdlybuf4s50_1, and3_2, buf_12, nand2_1, nand2_1, clkdlybuf4s50_1
* Vias per cell at approximately 4.7
* EDFF count, synth at ~64
* Post-CTS Resized at 0
* Worst hold endpoint: ir_wait
* Crit Path Max Fanout at about 48
* Core area at 0.009729 mm2
* DRC viols at 0
* Int Pwr at 1.037 mW
* Ys async rst share at 0%
* Worst Hold Class: reg -> reg
* CP Depth at 6
* Hold-fix buffers, CTS at 0
* VDD IR-drop max at around 110 uV
* Finished Cell Area at about 0.0057 mm2
* Flop pwr share at a little over half
* Clock latency on the worst-skew pair at 330 ps
* Layout cells sized above 1 at between 6 and 7%
* Crit share post-route at between 80% and 90%
* Max stage delay on crit path at between 500 and 600 ps
* Clk slew on worst S/H paths at 70 ps
* Die area at 0.01040 mm2
* First-pass GRT wire length at between 10000 and 15000 um
* PwrDens at around 240 mW/mm2
* Setup ws final at about 800 ps
* Final ANT Viol Nets at 0
* Achievable frequency at 0.2634 GHz
* Logic area at about 0.0013 mm2
* DR WL/cell at ~15 um
* Max cap viols at 0
* Endpoints left unconstrained at about 64
* Num CTS Buffers at 9
* Simple share at 21.56%
* Final min period at 3796 ps
* Final Hold Viols at 0
* Worst Hold Depth at 2
* Die H at 102.0 um
* Fp_density at between 40 and 50%
* CP Capture Type: output pin
* Syn avg cell area at approximately 10 um2
* Worst R2R End: EHBR[15]
* DP Area at approximately 0.0055 mm2
* Leak at about 2.3 nW
* Yosys adder share at 0%
* Yosys cell count at just under 400
* Vias in the first global route at a little under 3000
* Gr usage total at around 20%
* Netlist cell types at 27
* Chip width at 102.0 um
* Total Wirelength at between 9000 and 10000 um
* # Post-CTS Setup Buffers at 0
* Top-area cell share at 48.08%
* WP data required at about 3700 ps
* Synthesized cell area at approximately 0.0040 mm2
* Total tool warning count at 31
* Switching share of total power at a little under a quarter
* CTS root buf: clkbuf_8
* Crit path DAT at about 2900 ps
* Tot Pwr at about 1.3 mW
* H-tree depth at 3
* GP Congestion at slightly below 0.8
* CTS tree: built
* Setup violations, final at 0
* Post-synth top cells: nand2_1, edfxtp_1, nand3_1
* Initial antenna violation count at 0
* Status: finished clean
* Xor/xnor share at 0%
* Port Buf Inserts at 144
* Layout Utilization at between 50% and 60%
* Yosys Chip Area at between 0.003 and 0.004 mm2
* GRT Residual Overflow at 0
* Mux cell area share after synthesis at 0%
* Worst hold margin at 515.9 ps
* Min-delay src: ir_valid
* Prevailing post-synth register cell: edfxtp_1
* Combinational power share at about 16%
* Synth warn at 33
* R2r startpoint: ir_wait
* Worst Skew at 9.158 ps
[worst reg2reg max path, delay by kind of cell, from the launching register on]
kind / cells / cell delay, ps
and+or+nand+nor: 3 / 480
DFF: 1 / 330
buffers and inverters: 2 / 770
[final cells by class]
| class | count | area share [%] |
|---|---|---|
| inverters | 2 | 0.1327 |
| clock buffers | 13 | 2.633 |
| multi-input cells | 273 | 23.45 |
| repair buffers | 153 | 27.35 |
| flip-flops and latches | 98 | 43.19 |
| clock inverters | 3 | 0.3097 |
| well taps | 133 | 2.942 |
[state kept, by name, summed over array words and instances (netlist names)]
name      count
EHBR         32
EPCR         32
data_r       32
ir_valid      1
ir_wait       1
[per-layer routing]
metal  vias to the layer above  wire, um  global-route usage, %  part of all wire [%]
li1                       1565         -                      -                     -
met1                      1461      3966                  28.60                    40
met2                       135      4959                  33.09                    50
met3                         9       792                  6.954                   8.1
met4                         0       114                  1.978                   1.2
met5                         -         0                      0                     0
[cells in the final DEF (no fill, tap or decap), drive strengths merged, types with 2 or more instances in the layout]
cell and instances:
conb 32, nor2 3, dfxtp 2, clkdlybuf4s50 144, nand3 33, edfxtp 64, a22o 32, nand2 162
clkinv 2, inv 2, clkbuf 13, dlxtn 32, buf 9
[per-stage QoR]
| stage | setup TNS [ps] | std cells |
|---|---|---|
| 2_1_floorplan | -11240 | 429 |
| 3_3_place_gp | 0 | 659 |
| 3_5_place_dp | 0 | 659 |
| 4_1_cts | 0 | 675 |
| 5_1_grt | 0 | 675 |
| 6_report | 0 | 675 |
[worst max path at each step]
stage | end | slack [ps] | start
global route | jump_addr[23] | 700 | ir_en
finish | jump_addr[31] | 800 | ir_en
CTS | jump_addr[31] | 790 | ir_en
[power groups by stage]
stage | sequential [mW] | clock (mW) | combinational, mW
CTS | 0.706 | 0.427 | 0.223
global route | 0.708 | 0.459 | 0.243
finish | 0.706 | 0.417 | 0.219
[cell families after synthesis]
| logic type | Yosys count |
|---|---|
| latches | 32 |
| compound gates | 35 |
| simple gates | 206 |
| flops | 66 |
| buf+inv | 58 |
| other cells | 1 |
Power figures rest on the tool's default switching activity, not on a simulated workload.
